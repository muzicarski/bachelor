--- /design/flow/design.v ---
interface axi_lite_if (input clk, input rst_n);
   parameter			  AXI_ADDR_WIDTH = 32;
   parameter			  AXI_DATA_WIDTH = 32;
   logic			  waddr_valid;
   logic			  waddr_ready;
   logic [AXI_ADDR_WIDTH - 1 : 0] waddr;
   logic			  wdata_valid;
   logic			  wdata_ready;
   logic [AXI_DATA_WIDTH - 1 : 0] wdata;
   logic [1:0]			  bresp;
   logic			  bresp_valid;
   logic			  bresp_ready;
   logic			  raddr_valid;
   logic			  raddr_ready;
   logic [AXI_ADDR_WIDTH - 1 : 0] raddr;
   logic			  rdata_valid;
   logic			  rdata_ready;
   logic [AXI_DATA_WIDTH - 1 : 0] rdata;
   logic [1:0]			  rresp;
endinterface  
interface bram_if (input clk, input rst_n);
   logic web;
   logic enb;
   logic [7:0] rdata;
   logic [7:0] wdata;
   logic [16:0]	addr;
endinterface  
(* use_dsp = "yes" *) module dim_mult  
#(parameter A_IN_WIDTH = 9,
  parameter B_IN_WIDTH = 9)
        (
	     clk,
	     rst_n,
	     a_in,
	     b_in,
	     en,
	     done,
	     p_out
	     );
   localparam P_OUT_WIDTH = A_IN_WIDTH + B_IN_WIDTH;
   input      clk;
   input      rst_n;
   input      en;
   output     done;
   input [A_IN_WIDTH - 1 : 0] a_in;
   input [B_IN_WIDTH - 1 : 0] b_in;
   output [P_OUT_WIDTH - 1 : 0] p_out;
   reg					 en_r;
   reg					 en_2r;
   reg					 en_3r;
   reg					 en_4r;   
   reg					 mult_result_r;
   reg					 mult_result_2r;
   reg					 mult_result_3r;
   reg [A_IN_WIDTH-1 : 0]		 a_in_reg;
   reg [B_IN_WIDTH-1 : 0]		 b_in_reg;   
   always @ (posedge clk)
     begin
	if(~rst_n) begin
	   en_r 	  <= 0;
	   en_2r 	  <= 0;
	   en_3r 	  <= 0;
	   en_4r 	  <= 0;	   
	   mult_result_r  <= 0;
	   mult_result_2r <= 0;
	   mult_result_3r <= 0;
	   a_in_reg 	  <= 0;
	   b_in_reg 	  <= 0;
	end
	else begin
	   a_in_reg <= a_in;
	   b_in_reg <= b_in;
	   en_r <= en;
	   en_2r <= en_r;
	   en_3r <= en_2r;
	   en_4r <= en_3r;
	   mult_result_3r <= mult_result_2r;	   
	   mult_result_2r <= mult_result_r;
	   mult_result_r <= a_in_reg * b_in_reg;
	end
     end
   assign p_out = mult_result_3r;
   assign done = en_4r;
endmodule  
(* use_dsp = "yes" *) module mult_accum
  #(parameter A_IN_WIDTH = 8,
    parameter B_IN_WIDTH = 8,
    parameter ACC_OUT_WIDTH = 29)
   (
    input [A_IN_WIDTH-1 : 0]	     dataa,
    input [B_IN_WIDTH-1 : 0]	     datab,
    input			     clk, aclr, clken, sload,
    output reg [ACC_OUT_WIDTH-1 : 0] mac_out
    );
   reg [A_IN_WIDTH-1 : 0]	     dataa_reg;
   reg [B_IN_WIDTH-1 : 0]	     datab_reg;
   reg				     sload_reg;
   reg [ACC_OUT_WIDTH-1 : 0]	     old_result;
   wire [ACC_OUT_WIDTH-1 : 0]	     multa;
   assign multa = dataa_reg * datab_reg;
   always @ (mac_out, sload_reg)
     begin
	if (sload_reg)
	  old_result <= 0;
	else
	  old_result <= mac_out;
     end
   always @ (posedge clk or posedge aclr)
     begin
	if (aclr)
	  begin
	     dataa_reg <= 0;
	     datab_reg <= 0;
	     sload_reg <= 0;
	     mac_out <= 0;
	  end
	else if (clken)
	  begin
	     dataa_reg <= dataa;
	     datab_reg <= datab;
	     sload_reg <= sload;
	     mac_out <= old_result + multa;
	  end
     end
endmodule  
(* use_dsp = "yes" *) module signed_mult_accum
  #(parameter A_IN_WIDTH = 8,
    parameter B_IN_WIDTH = 8,
    parameter ACC_OUT_WIDTH = 29)
   (
    dataa,
    datab,
    clk,
    aclr,
    clken,
    mac_out
    );
   input signed [A_IN_WIDTH-1 : 0] dataa;
   input signed [B_IN_WIDTH-1 : 0] datab;
   input			   clk, aclr, clken;
   output signed [ACC_OUT_WIDTH-1 : 0] mac_out;
   reg signed [A_IN_WIDTH-1 : 0]	     dataa_reg;
   reg signed [B_IN_WIDTH-1 : 0]	     datab_reg;
   reg signed [ACC_OUT_WIDTH-1 : 0]	     old_result;
   reg signed [ACC_OUT_WIDTH-1 : 0]	     mac_out_r;
   reg signed [ACC_OUT_WIDTH-1 : 0]	     mac_out_2r;
   reg signed [ACC_OUT_WIDTH-1 : 0]	     mac_out_3r;
   always @ (posedge clk)
     begin
	if (aclr)
	  begin
	     dataa_reg <= 0;
	     datab_reg <= 0;
	     mac_out_r <= 0;
	     mac_out_2r <= 0;
	     mac_out_3r <= 0;
	  end
	else if (clken)
	  begin
	     dataa_reg <= dataa;
	     datab_reg <= datab;
	     mac_out_r <= mac_out_r + dataa_reg * datab_reg; 
	     mac_out_2r <= mac_out_r;	     
	     mac_out_3r <= mac_out_2r;
	  end
     end
   assign mac_out = mac_out_3r;
endmodule  
module addr_counter (
		     clk,
		     rst_n,
		     en,
		     sclr,
		     count_out
		     );
   localparam CNT_WIDTH = 9;
   input      clk;
   input      rst_n;
   input      sclr;
   input      en;
   output [CNT_WIDTH-1 : 0] count_out;
   reg [CNT_WIDTH-1 : 0]    cnt_r;
   always @(posedge clk or negedge rst_n)
     begin
	if(rst_n == 1'b0)
	  cnt_r <= 0;
	else if(sclr == 1'b1)
	  cnt_r <= 0;
	else if(en == 1'b1)
	  cnt_r <= cnt_r + 1;
	else
	  cnt_r <= cnt_r;
     end
   assign count_out = cnt_r;
endmodule  
module skew_acc (
     clk,
		 rst_n,
		 en,
		 sclr,
		 offset,
		 x_in,
		 incr,
		 acc_out
		 );
   input clk;
   input rst_n;
   input en;
   input sclr;
   input [23:0] incr;
   input [7:0] x_in;
   input [23:0] offset;
   output [23:0] acc_out;
   reg [23:0]	     y_skew_acc;
   wire [23:0]	   adder0_out;
   wire [23:0]	   adder0_in0;
   wire [23:0]	   adder1_out;
   wire [23:0]	   adder2_out;
   assign adder0_in0 = incr;
   assign adder0_out = y_skew_acc + adder0_in0;
   always @(posedge clk or negedge rst_n)
     begin
	if(~rst_n)
	  y_skew_acc <= 0;
	else begin
	   if(sclr)
	     y_skew_acc <= 0;
	   else if(en)
	     y_skew_acc <= adder0_out;
	end
     end  
   assign adder1_out = y_skew_acc + {7'h00, x_in, 9'h000};
   assign adder2_out = adder1_out + offset;
   assign acc_out = adder2_out;
endmodule  
module xp_gen ( 
	       clk,
	       rst_n,
	       en,
	       sclr,
	       img_dim,
	       incr_in,
	       xp_out,
	       acc_offset,
	       x_cnt_xp,
	       y_cnt_xp
	       );
   input clk;
   input rst_n;
   input en;
   input sclr;
   input [8:0] img_dim;
   input [23:0]	incr_in;
   input [23:0]	acc_offset;
   output [23:0] xp_out;
   output [8:0]	 x_cnt_xp;
   output [8:0]	 y_cnt_xp;
   wire		 y_cnt_sclr;
   wire		 x_cnt_en;
   wire		 y_cmp_out;
   wire [8:0]	 x_cnt_out;
   wire [8:0]	 y_cnt_out;
   assign y_cmp_out = (y_cnt_out == img_dim);
   assign y_cnt_sclr = sclr | y_cmp_out;
   assign x_cnt_en = y_cmp_out;
   assign x_cnt_xp = x_cnt_out;
   assign y_cnt_xp = y_cnt_out;
   addr_counter u_x_cnt0(.clk(clk),
			 .rst_n(rst_n),
			 .en(x_cnt_en),
			 .sclr(sclr),
			 .count_out(x_cnt_out)
			 );
   addr_counter u_y_cnt0(.clk(clk),           
			 .rst_n(rst_n),       
   			 .en(en),       
   			 .sclr(y_cnt_sclr),         
   			 .count_out(y_cnt_out)
   			 );                   
   skew_acc u_skew_acc0 (.clk(clk),
			 .rst_n(rst_n),
			 .en(en),
			 .sclr(y_cmp_out),
			 .x_in(x_cnt_out),
			 .offset(acc_offset),
			 .incr(incr_in),
			 .acc_out(xp_out)
			 );
endmodule  
--- /design/flow/run.sh ---
#!/bin/bash
# OpenROAD 26Q1-2900-gdf79404cd8, Yosys 0.63+post, stock flow scripts
make -C /OpenROAD-flow-scripts/flow DESIGN_CONFIG=/design/flow/config.mk WORK_HOME=/design/flow/orfs finish
--- /design/flow/config.mk ---
export PLATFORM = sky130hd
export DESIGN_NAME = xp_gen
export DESIGN_NICKNAME = xp_gen
export VERILOG_FILES = /design/flow/design.v
export SDC_FILE = /design/flow/constraint.sdc
export NUM_CORES = 4
export LEC_CHECK = 1
export CORE_UTILIZATION = 30
--- /design/flow/constraint.sdc ---
current_design xp_gen

set clk_period 10.0
set clk_io_pct 0.2

create_clock -name clk0 -period $clk_period [get_ports {clk}]

set non_clock_inputs [all_inputs -no_clocks]
set_input_delay [expr $clk_period * $clk_io_pct] -clock clk0 $non_clock_inputs
set_output_delay [expr $clk_period * $clk_io_pct] -clock clk0 [all_outputs]
==> run notes <==
run results: first-pass GRT wire length=20000 um, Power Total=1.82 mW, Worst setup EP type=output pin, Tightest Hold Check Type=reg -> reg, Final Critical Period=7480 ps, Setup Slack @ Placement=2490 ps, Core Util, Final=0.398, Commonest Layout Cell=clkdlybuf4s50_1, placed insts=827, Yosys reg bits=42, CP cell instances=clkdlybuf4s50_1, inv_1, fa_1, inv_1, ha_1, nand4_1, nor3b_1, a21oi_1, a21oi_1, a21oi_1, or4b_1, nand4_1, clkdlybuf4s50_1, Synth Instances=551, via/cell ratio=5.20, Initial Utilization=0.307, Setup Fix Bufs, Post-CTS=0, die area=16000 um2, CTS Sinks=42, # rows=45, critical path's slowest cell=fa_1, antenna violations before repair=0, ys cells=551, Main synth FF type=dfrtp_1, Switching Fraction=0.421, Synth area leaders=dfrtp_1, ha_1, xnor2_1, a21oi_1, fa_1, H-tree depth=2, RSZ-0062 raised after global routing=false, flip-flops with a built-in enable=0, DRT Pass-1 Iters=5, final setup violation count=0, DIE WIDTH=127 um, final period utilization=0.748, status=finished, final reports clean, Top cells excl fill/tap=clkdlybuf4s50_1, ha_1, nor2_1, a21oi_1, nand2_1, crit path DAT=5480 ps, Reg power frac=0.157, Num CTS Buffers=5, Worst-path clk slew=60 ps, clock network power share=0.104, Slew Viols, Final=0, number of top-level pins=103, MaxCap Viol Count=0, WL final=12100 um, hold violation total from the final report=0, cell taking the most area after synthesis=dfrtp_1, Setup TNS=0 ps, PD cells=301 nW/um2, Logic pwr share=0.739, Post-CTS Hold Fix Bufs=0, internal cell power=1.05 mW, Worst Tran Pin Value=581 ps, Syn Std Cell Area=4660 um2, DR vias=4342, maximum buffer depth of the clock tree=2, CP Max Fanout=6, GP Congestion=0.976, max incr delay on CP=530 ps, die height=127 um, vias in the first global route=4080, Avg WL per Cell=14.5 um, final hold slack=553 ps, DRT antenna net count=0, Final Skew=5.20 ps, critical path's most frequent cell=a21oi_1, Synth Seq Share=0.225, GRT overflow=0, Latency at later pin=290 ps, First DRT Iteration DRCs=227, OpenROAD warning count=25, asr flop ratio synth=1.00, average cell area after synthesis=8.46 um2, largest net degree at the start of global routing=44, Startpoint Class=primary input, gr usage total=0.157, area grow syn2layout=29.6%, final setup margin=2520 ps, critical path class=in -> out, top cell type's share of synthesized area=0.225, Pleak=2.65 nW, IO buf count=102, DRC violations left=0, TritonCTS clock tree=yes, layout cells sized above 1=0.0340, FMAX=134 MHz, Final HPWL DP=9590 um, DP Area=5880 um2, worst rel slew slack=0.612, post-CTS sizing=0, critical path required time=8000 ps, number of distinct library cells after synthesis=53, non-filler cells, final=835, Net Switching=0.765 mW, clock root buffer=clkbuf_16, CORE AREA=15200 um2, Ys Warns=3, Peak VDD IR=0.105 mV, finished layout cell area=6040 um2, YS chip area=4660 um2, ANT cells=0
-- per-layer routing --
metal	routed length, um	share of wire	GRT usage	up-vias
met5	0	0	0	-
met4	153	0.013	0.0196	0
met3	626	0.052	0.0245	14
met2	5550	0.46	0.256	119
met1	5770	0.48	0.231	2004
li1	-	-	-	2205
-- synth_stat cells, drive strengths merged (13+ instances only) --
cell     n
ha      62
nor2    52
a21oi   47
nand2   44
dfrtp   42
xnor2   33
o21ai   27
inv     22
xor2    22
a21o    18
mux2i   16
nor3    16
nand4   15
clkbuf  13
nand3   13
-- sequential cells by signal, summed over array words and instances, names as in the netlist --
| signal | flops |
|---|---|
| u_skew_acc0.y_skew_acc | 24 |
| u_x_cnt0.cnt_r | 9 |
| u_y_cnt0.cnt_r | 9 |
-- final timing paths --
kind / start / to / slack, ps / cells past startpoint
min in group asynchronous: rst_n / u_skew_acc0.y_skew_acc[0] / 1780 / 2
max: acc_offset[9] / xp_out[21] / 2520 / 13
max in group asynchronous: rst_n / u_skew_acc0.y_skew_acc[12] / 7830 / 2
min: u_x_cnt0.cnt_r[8] / u_x_cnt0.cnt_r[8] / 550 / 2
min reg2reg: u_x_cnt0.cnt_r[8] / u_x_cnt0.cnt_r[8] / 550 / 2
max reg2reg: u_skew_acc0.y_skew_acc[4] / u_skew_acc0.y_skew_acc[21] / 7300 / 8
-- worst max-delay path: cells and delay by family --
family	cells	cell delay (ps)
adders and majority gates	2	910
AOI/OAI and AO/OA	3	550
buffers and inverters	4	1020
and+or+nand+nor	4	1010
-- cell families after synthesis --
group | after synthesis | share of synthesized area
buffers and inverters | 39 | 0.0319
xor gates and xnor gates | 55 | 0.103
adders and majority gates | 72 | 0.209
DFF | 42 | 0.225
muxes | 16 | 0.0343
and+or+nand+nor | 182 | 0.191
AOI/OAI and AO/OA | 145 | 0.204
-- final cells by class --
cell class / instances / area, um2
Clock inverter: 3 / 40.0
Inverter: 22 / 82.6
Timing Repair Buffer: 105 / 1040
Fill cell: 1454 / 9160
Multi-Input combinational cell: 470 / 3470
Clock buffer: 5 / 125
Tap cell: 188 / 235
Sequential cell: 42 / 1050
-- power groups by stage --
stage         clock network, mW  logic (mW)  registers [mW]
CTS                       0.193        1.35           0.286
global route              0.200        1.51           0.295
finish                    0.188        1.34           0.286
No activity file was given, so power comes from the tool's default toggle rates.
