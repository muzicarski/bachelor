### ./run.sh
#!/bin/bash
# OpenROAD 26Q1-2900-gdf79404cd8, Yosys 0.63+post, stock flow scripts
make -C /OpenROAD-flow-scripts/flow DESIGN_CONFIG=/design/flow/config.mk WORK_HOME=/design/flow/orfs finish
### ./config.mk
export PLATFORM = sky130hd
export DESIGN_NAME = fifo
export DESIGN_NICKNAME = fifo
export VERILOG_FILES = /design/flow/design.v
export SDC_FILE = /design/flow/constraint.sdc
export NUM_CORES = 4
export LEC_CHECK = 1
export CORE_UTILIZATION = 30
### ./constraint.sdc
current_design fifo

set clk_period 104.4
set clk_io_pct 0.2

create_clock -name clk0 -period $clk_period [get_ports {clk}]

set non_clock_inputs [all_inputs -no_clocks]
set_input_delay [expr $clk_period * $clk_io_pct] -clock clk0 $non_clock_inputs
set_output_delay [expr $clk_period * $clk_io_pct] -clock clk0 [all_outputs]
### ./design.v
interface axi_lite_if (input clk, input rst_n);
   parameter			  AXI_ADDR_WIDTH = 32;
   parameter			  AXI_DATA_WIDTH = 32;
   logic			  waddr_valid;
   logic			  waddr_ready;
   logic [AXI_ADDR_WIDTH - 1 : 0] waddr;
   logic			  wdata_valid;
   logic			  wdata_ready;
   logic [AXI_DATA_WIDTH - 1 : 0] wdata;
   logic [1:0]			  bresp;
   logic			  bresp_valid;
   logic			  bresp_ready;
   logic			  raddr_valid;
   logic			  raddr_ready;
   logic [AXI_ADDR_WIDTH - 1 : 0] raddr;
   logic			  rdata_valid;
   logic			  rdata_ready;
   logic [AXI_DATA_WIDTH - 1 : 0] rdata;
   logic [1:0]			  rresp;
endinterface  
interface bram_if (input clk, input rst_n);
   logic web;
   logic enb;
   logic [7:0] rdata;
   logic [7:0] wdata;
   logic [16:0]	addr;
endinterface  
(* use_dsp = "yes" *) module dim_mult  
#(parameter A_IN_WIDTH = 9,
  parameter B_IN_WIDTH = 9)
        (
	     clk,
	     rst_n,
	     a_in,
	     b_in,
	     en,
	     done,
	     p_out
	     );
   localparam P_OUT_WIDTH = A_IN_WIDTH + B_IN_WIDTH;
   input      clk;
   input      rst_n;
   input      en;
   output     done;
   input [A_IN_WIDTH - 1 : 0] a_in;
   input [B_IN_WIDTH - 1 : 0] b_in;
   output [P_OUT_WIDTH - 1 : 0] p_out;
   reg					 en_r;
   reg					 en_2r;
   reg					 en_3r;
   reg					 en_4r;   
   reg					 mult_result_r;
   reg					 mult_result_2r;
   reg					 mult_result_3r;
   reg [A_IN_WIDTH-1 : 0]		 a_in_reg;
   reg [B_IN_WIDTH-1 : 0]		 b_in_reg;   
   always @ (posedge clk)
     begin
	if(~rst_n) begin
	   en_r 	  <= 0;
	   en_2r 	  <= 0;
	   en_3r 	  <= 0;
	   en_4r 	  <= 0;	   
	   mult_result_r  <= 0;
	   mult_result_2r <= 0;
	   mult_result_3r <= 0;
	   a_in_reg 	  <= 0;
	   b_in_reg 	  <= 0;
	end
	else begin
	   a_in_reg <= a_in;
	   b_in_reg <= b_in;
	   en_r <= en;
	   en_2r <= en_r;
	   en_3r <= en_2r;
	   en_4r <= en_3r;
	   mult_result_3r <= mult_result_2r;	   
	   mult_result_2r <= mult_result_r;
	   mult_result_r <= a_in_reg * b_in_reg;
	end
     end
   assign p_out = mult_result_3r;
   assign done = en_4r;
endmodule  
(* use_dsp = "yes" *) module mult_accum
  #(parameter A_IN_WIDTH = 8,
    parameter B_IN_WIDTH = 8,
    parameter ACC_OUT_WIDTH = 29)
   (
    input [A_IN_WIDTH-1 : 0]	     dataa,
    input [B_IN_WIDTH-1 : 0]	     datab,
    input			     clk, aclr, clken, sload,
    output reg [ACC_OUT_WIDTH-1 : 0] mac_out
    );
   reg [A_IN_WIDTH-1 : 0]	     dataa_reg;
   reg [B_IN_WIDTH-1 : 0]	     datab_reg;
   reg				     sload_reg;
   reg [ACC_OUT_WIDTH-1 : 0]	     old_result;
   wire [ACC_OUT_WIDTH-1 : 0]	     multa;
   assign multa = dataa_reg * datab_reg;
   always @ (mac_out, sload_reg)
     begin
	if (sload_reg)
	  old_result <= 0;
	else
	  old_result <= mac_out;
     end
   always @ (posedge clk or posedge aclr)
     begin
	if (aclr)
	  begin
	     dataa_reg <= 0;
	     datab_reg <= 0;
	     sload_reg <= 0;
	     mac_out <= 0;
	  end
	else if (clken)
	  begin
	     dataa_reg <= dataa;
	     datab_reg <= datab;
	     sload_reg <= sload;
	     mac_out <= old_result + multa;
	  end
     end
endmodule  
(* use_dsp = "yes" *) module signed_mult_accum
  #(parameter A_IN_WIDTH = 8,
    parameter B_IN_WIDTH = 8,
    parameter ACC_OUT_WIDTH = 29)
   (
    dataa,
    datab,
    clk,
    aclr,
    clken,
    mac_out
    );
   input signed [A_IN_WIDTH-1 : 0] dataa;
   input signed [B_IN_WIDTH-1 : 0] datab;
   input			   clk, aclr, clken;
   output signed [ACC_OUT_WIDTH-1 : 0] mac_out;
   reg signed [A_IN_WIDTH-1 : 0]	     dataa_reg;
   reg signed [B_IN_WIDTH-1 : 0]	     datab_reg;
   reg signed [ACC_OUT_WIDTH-1 : 0]	     old_result;
   reg signed [ACC_OUT_WIDTH-1 : 0]	     mac_out_r;
   reg signed [ACC_OUT_WIDTH-1 : 0]	     mac_out_2r;
   reg signed [ACC_OUT_WIDTH-1 : 0]	     mac_out_3r;
   always @ (posedge clk)
     begin
	if (aclr)
	  begin
	     dataa_reg <= 0;
	     datab_reg <= 0;
	     mac_out_r <= 0;
	     mac_out_2r <= 0;
	     mac_out_3r <= 0;
	  end
	else if (clken)
	  begin
	     dataa_reg <= dataa;
	     datab_reg <= datab;
	     mac_out_r <= mac_out_r + dataa_reg * datab_reg; 
	     mac_out_2r <= mac_out_r;	     
	     mac_out_3r <= mac_out_2r;
	  end
     end
   assign mac_out = mac_out_3r;
endmodule  
module fifo (
	     clk      ,  
	     rst      ,  
	     sclr     ,  
	     data_in  ,  
	     rd_en    ,  
	     wr_en    ,  
	     data_out ,  
	     empty    ,  
	     full        
	     );
   parameter DATA_WIDTH = 8;
   parameter ADDR_WIDTH = 8;
   parameter FIFO_DEPTH = (1 << ADDR_WIDTH);
   input     clk;
   input     rst;
   input     sclr;
   input     rd_en;
   input     wr_en;
   input [DATA_WIDTH-1:0] data_in;
   output		  full;
   output		  empty;
   output [DATA_WIDTH-1:0] data_out;
   reg [DATA_WIDTH-1:0]	   mem [0:FIFO_DEPTH-1];
   reg [ADDR_WIDTH-1:0]	   wr_pointer;
   reg [ADDR_WIDTH-1:0]	   rd_pointer;
   reg [ADDR_WIDTH:0]	   status_cnt;
   reg [DATA_WIDTH-1:0]	   data_out;
   assign full = (status_cnt == FIFO_DEPTH);
   assign empty = (status_cnt == 0);
   always @ (posedge clk)
     begin : WRITE_POINTER
	if (~rst) begin
	   wr_pointer <= 0;
	end
	else if(sclr) begin
	   wr_pointer <= 0;
	end
	else if (wr_en & ~full) begin
	   mem[wr_pointer] <= data_in;
	   wr_pointer <= wr_pointer + 1;
	end
     end
   always @ (posedge clk)
     begin : READ_POINTER
	if (~rst) begin
	   data_out <= 0;
	   rd_pointer <= 0;
	end
	else if(sclr) begin
	   data_out <= 0;
	   rd_pointer <= 0;
	end
	else if (rd_en & ~empty) begin
	   data_out <= mem[rd_pointer];
	   rd_pointer <= rd_pointer + 1;
	end
     end
   always @ (posedge clk)
     begin : STATUS_COUNTER
	if (~rst)
	  status_cnt <= 0;
	else if(sclr)
	  status_cnt <= 0;
	else if (rd_en && !(wr_en && !full) && (status_cnt != 0))
	  status_cnt <= status_cnt - 1;
	else if (wr_en && !(rd_en && !empty) && (status_cnt != FIFO_DEPTH))
	  status_cnt <= status_cnt + 1;
     end
endmodule
==> Implementation_results.wiki <==
== Flow metrics ==
{| class="wikitable"
! Metric !! Value
|-
| Result of the run || finished clean
|-
| Worst R2R Path Depth || 9
|-
| Portion of synthesized cell area occupied by the leading cell type || 75.5%
|-
| Critical path depth || 4
|-
| Sum Neg Setup Slack || 0 ns
|-
| Final critical delay including setup and external delays || 23.68 ns
|-
| EDFF count, synth || 2048
|-
| Max transition margin || 33.1%
|-
| CP max stage cell || sky130_fd_sc_hd__nor4_1
|-
| Predominant post-synthesis flop cell || sky130_fd_sc_hd__edfxtp_1
|-
| Core area || 269000 sq um
|-
| Share of post-route cells with drive strength above 1 || 23.4%
|-
| Net switching share of the total power || 20.3%
|-
| Post-Synthesis Cell Area || 81400 sq um
|-
| Drt via density || 5.14
|-
| Longest individual stage delay on the worst path || 0.74 ns
|-
| Post-DP Area || 85800 sq um
|-
| GRT Total Usage || 17.6%
|-
| Kind of critical path || reg2out
|-
| Nature of the critical path startpoint || register
|-
| Area leader, netlist || sky130_fd_sc_hd__edfxtp_1
|-
| Worst Min Path Start || status_cnt[6]
|-
| Net switching power of the design || 0.000349 W
|-
| Area Overhead vs Synth || 13.9%
|-
| Global-route wire length before repair || 317000 um
|-
| Buffer type at the clock tree root || sky130_fd_sc_hd__clkbuf_16
|-
| Internal power component || 0.00137 W
|-
| Clock-pin slew reported for the worst setup and hold paths after clock tree synthesis || 0.06 ns
|-
| Grt total ovfl || 0
|-
| Slew @ Worst Pin || 0.998 ns
|-
| Tightest Hold Check Type || reg2reg
|-
| Number of global-route vias before repair || 44269
|-
| Final design instance area without fill || 92700 sq um
|-
| Part of the power in the clock network || 43.6%
|-
| Non-Filler Instances || 7712
|-
| Horizontal die dimension || 523 um
|-
| Standby leakage power || 27.3 nW
|-
| Total number of warnings across the stage logs || 29
|-
| Violation tally from detailed-route iteration zero || 2794
|-
| Number of clock sinks || 2081
|-
| Chain of cells forming the critical path || nor4_1, nand2_1, nor2_1, clkdlybuf4s50_1
|-
| Cells after DPL || 7322
|-
| Arrival @ worst endpoint || 2.80 ns
|-
| Clock latency of the later-clocked register in the worst-skew pair || 0.86 ns
|-
| TritonCTS clock tree || built
|-
| Kind of cell adding the most delay to the critical path || simple AND/OR/NAND/NOR gates
|-
| Number of buffer and inverter stages on the critical path || 1
|-
| Post-synthesis cell type count || 72
|-
| Maximum clock frequency || 42.2 MHz
|-
| Startpoint of the worst register-to-register path || rd_pointer[1]
|-
| # Max-Cap Violations || 0
|-
| Pin count of the biggest net entering global routing || 99
|-
| Final wirelength || 221000 um
|-
| 1st-pass router iterations || 5
|-
| Final Hold Fails || 0
|-
| Routed length per placed instance || 28.6 um
|-
| Number of gates resized after cts || 0
|-
| Critical path fanouts, max || 4
|-
| Initial antenna violation count || 6
|-
| Flop and latch count out of synthesis || 2081
|-
| Fill cell instance count of the final layout || 24385
|-
| Peak supply drop || 0.0000170 V
|-
| P per Cell Area || 18.5 nW/um^2
|-
| Share of total power in combinational logic || 3.0%
|-
| Setup fix buffers added after clock tree synthesis || 0
|-
| Number of clock buffers inserted by TritonCTS || 205
|-
| Instance count along the most critical hold path || 2
|-
| CTS H-Tree Depth || 4
|-
| Final Max Tran Viols || 0
|-
| Element type at the critical path end || output port
|-
| Ports || 23
|-
| Leading cell types by total area after synthesis || sky130_fd_sc_hd__edfxtp_1 (76%), sky130_fd_sc_hd__mux4_2 (14%), sky130_fd_sc_hd__mux2i_1 (1.9%)
|-
| Share of flip-flops with an asynchronous set or reset || 0%
|-
| Final Util || 34.5%
|-
| Chip area || 273000 sq um
|-
| Data required time at the worst endpoint || 83.52 ns
|-
| Floorplan-stage core utilization || 30.3%
|-
| Post-DP HPWL || 133000 um
|-
| Relative contribution of sequential cells to total power || 53.5%
|-
| Instance tally after logic synthesis || 3842
|-
| Summed standard-cell area reported by yosys || 81400 sq um
|-
| Mapped Avg Cell Area || 21.2 sq um
|-
| Vias after detailed routing || 39671
|-
| Placement row count || 190
|-
| Clock Skew || 0.0386 ns
|-
| Port Buf Inserts || 22
|-
| Height of the chip || 523 um
|-
| Count of antenna-violating nets left after detailed routing || 0
|-
| Buffer levels on the longest clock path || 3
|-
| CTS Hold Buffers Added || 0
|-
| Final weighted congestion in routability-driven placement || 0.914
|-
| Final Setup Violations || 0
|-
| RSZ-0062 raised after global routing || false
|-
| Post-route fraction of the period consumed by the critical path || 22.7%
|-
| DRC violation count after routing || 0
|-
| Fraction of the yosys area taken by sequential cells || 76.4%
|-
| Worst setup path startpoint || status_cnt[0]
|-
| Number of warnings issued by yosys || 1
|-
| Yosys stat cell total || 3842
|}
-- worst paths after layout --
| kind | slack [ns] | endpoint |
|---|---|---|
| setup / recovery | 80.72 | empty |
| hold / removal | 0.48 | status_cnt[6] |
| setup reg to reg | 99.04 | data_out[2] |
| hold reg to reg | 0.48 | status_cnt[6] |
-- metal layers --
metal / vias to the layer above / track usage (%) / share of wire, % / routed length (um)
li1: 16354 / - / - / -
met1: 20003 / 18.9 / 32 / 69900
met2: 2890 / 25.7 / 46 / 101000
met3: 402 / 14.9 / 19 / 41000
met4: 22 / 5.03 / 3.6 / 7990
met5: - / 1.09 / 0.24 / 522
-- worst register-to-register path, cell delays in order (launching register included) --
cell                        delay, ns
sky130_fd_sc_hd__dfxtp_4         0.64
sky130_fd_sc_hd__buf_4           0.75
sky130_fd_sc_hd__buf_4           0.75
sky130_fd_sc_hd__buf_4           0.68
sky130_fd_sc_hd__mux4_2          0.44
sky130_fd_sc_hd__mux4_2          0.48
sky130_fd_sc_hd__and2_1          0.21
sky130_fd_sc_hd__a2111oi_2       0.81
sky130_fd_sc_hd__a2111oi_0       0.21
sky130_fd_sc_hd__a211o_1         0.27
-- flip-flops by register name, indices dropped and copies added (netlist names) --
signal	count
wr_pointer	8
mem	2048
rd_pointer	8
data_out	8
status_cnt	9
-- final cells by class --
cell class                      count  area [sq um]  share of cell area (%)
Multi-Input combinational cell   1523         17800                    19.2
Clock inverter                    130          1510                    1.63
Timing Repair Buffer              154          1340                    1.45
Antenna cell                       14          35.0                  0.0378
Inverter                           12          47.5                  0.0513
Clock buffer                      246          5360                    5.78
Tap cell                         3552          4440                    4.79
Sequential cell                  2081         62200                    67.1
-- power by group through the flow --
| stage | clock (W) | combinational (W) | sequential (W) |
|---|---|---|---|
| finish | 0.000748 | 0.0000508 | 0.000918 |
| global route | 0.000790 | 0.0000549 | 0.000918 |
| CTS | 0.000760 | 0.0000518 | 0.000918 |
-- cells in the mapped netlist, drive strengths merged, types with 5 or more instances --
library cell  number
nor2b             18
nand4              5
a22o              11
a221oi            22
a211oi            20
o221ai            18
o211ai             7
a21o               7
nor2             306
mux4             506
nand2            113
nand3             17
mux2               5
o32ai              6
xnor2             11
a2111oi           11
dfxtp             33
nor3              19
or3                7
nor4              11
edfxtp          2048
inv               12
o21ai             37
a21oi             68
buf              142
nand2b             6
o22ai             27
mux2i            156
and2               8
ha                12
a311oi             6
a22oi             32
clkbuf            84
xor2               7
-- cells in the final DEF (no fill, tap or decap), drive strengths merged, types with 17 or more instances in the layout --
cell type and count:
edfxtp 2048, mux4 506, nor2 306, clkbuf 254
mux2i 156, buf 132, nand2 113, clkinv 88
a21oi 68, o21ai 37, dfxtp 33, a22oi 32
o22ai 27, bufinv 27, a221oi 22, inv 21
a211oi 20, nor3 19, o221ai 18, nor2b 18
nand3 17
-- metrics by stage --
stage               hold WS (ns)  total power [W]  setup slack [ns]
finish                     0.485          0.00172             80.72
global route               0.506          0.00176             80.37
CTS                        0.486          0.00173             80.59
detailed placement         0.476         0.000988             79.93
global placement           0.477         0.000988             79.81
floorplan                  0.413         0.000962             80.87
-- logic make-up (layout without fill, tap and decap cells) --
group | count (synthesis) | count (layout) | synth area share (%)
compound gates | 305 | 305 | 2.66
xor+xnor | 18 | 18 | 0.194
fa+ha+maj | 13 | 13 | 0.209
buf+inv | 238 | 542 | 1.89
flops | 2081 | 2081 | 76.4
mux | 667 | 667 | 16.0
other cells | 0 | 14 | 0
simple gates | 520 | 520 | 2.67
Power figures rest on the tool's default switching activity, not on a simulated workload.
